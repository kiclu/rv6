===== run.sh =====
#!/bin/bash
# OpenROAD 26Q1-2900-gdf79404cd8, Yosys 0.63+post, stock flow scripts
make -C /OpenROAD-flow-scripts/flow DESIGN_CONFIG=/design/flow/config.mk WORK_HOME=/design/flow/orfs finish

===== config.mk =====
export PLATFORM = sky130hd
export DESIGN_NAME = exc
export DESIGN_NICKNAME = exc
export VERILOG_FILES = /design/flow/design.v
export SDC_FILE = /design/flow/constraint.sdc
export NUM_CORES = 4
export LEC_CHECK = 1
export CORE_AREA = 10 10 102 102
export DIE_AREA = 0 0 112 112

===== constraint.sdc =====
current_design exc

set clk_period 7.4
set clk_io_pct 0.2

create_clock -name clk0 -period $clk_period [get_ports {clk}]

set non_clock_inputs [all_inputs -no_clocks]
set_input_delay [expr $clk_period * $clk_io_pct] -clock clk0 $non_clock_inputs
set_output_delay [expr $clk_period * $clk_io_pct] -clock clk0 [all_outputs]

===== design.v =====
module exc (
    input      [ 1:0] priv,
    input      [31:0] ir,
    output reg        exc,
    output reg [63:0] exc_cause,
    output reg [63:0] exc_val,
    input             exc_ii_if,
    input             exc_ii_csr,
    input             exc_pmp_iaf,
    input             exc_pmp_laf,
    input             exc_pmp_saf,
    input             exc_dmem_lma,
    input             exc_dmem_sma,
    input      [63:0] dmem_addr,
    input             flush_pd,
    input             flush_id,
    input             t_flush,
    input             stall_if,
    input             stall_pd,
    input             stall_id,
    input             stall_ex,
    input             stall_mem,
    input             stall_wb,
    input             rst_n,
    input             clk
);
    wire ecall  = ir == 32'h00000073;
    wire ebreak = ir == 32'h00100073;
    reg        pd_exc;
    reg [ 5:0] pd_exc_cause;
    reg [63:0] pd_exc_val;
    always @(posedge clk) begin
        if(!rst_n) pd_exc <= 0;
        else if(flush_pd || t_flush) begin
            pd_exc       <= 0;
        end
        else if(exc_pmp_iaf) begin
            pd_exc       <= 1;
            pd_exc_cause <= 6'd1;
            pd_exc_val   <= 64'h0;
        end
        else if(exc_ii_if) begin
            pd_exc       <= 1;
            pd_exc_cause <= 6'd2;
            pd_exc_val   <= 64'h0;
        end
        else if(!stall_pd) begin
            pd_exc       <= 0;
        end
    end
    reg        id_exc;
    reg [ 5:0] id_exc_cause;
    reg [63:0] id_exc_val;
    always @(posedge clk) begin
        if(!rst_n) id_exc <= 0;
        else if(flush_id || t_flush) begin
            id_exc       <= 0;
        end
        else if(!stall_id) begin
            id_exc       <= pd_exc;
            id_exc_cause <= pd_exc_cause;
            id_exc_val   <= pd_exc_val;
        end
    end
    reg        ex_exc;
    reg [ 5:0] ex_exc_cause;
    reg [63:0] ex_exc_val;
    always @(posedge clk) begin
        if(!rst_n) ex_exc <= 0;
        else if(t_flush) begin
            ex_exc       <= 0;
        end
        else if(!stall_ex) begin
            ex_exc       <= id_exc;
            ex_exc_cause <= id_exc_cause;
            ex_exc_val   <= id_exc_val;
        end
    end
    reg        mem_exc;
    reg [ 5:0] mem_exc_cause;
    reg [63:0] mem_exc_val;
    always @(posedge clk) begin
        if(!rst_n) mem_exc <= 0;
        else if(t_flush) begin
            mem_exc       <= 0;
        end
        else if(!stall_mem) begin
            mem_exc       <= ex_exc;
            mem_exc_cause <= ex_exc_cause;
            mem_exc_val   <= ex_exc_val;
        end
    end
    always @(*) begin
        exc = 1;
        exc_cause = 64'h0;
        exc_val   = 64'h0;
        if(mem_exc) begin
            exc_cause = mem_exc_cause;
            exc_val   = mem_exc_val;
        end
        else if(exc_ii_csr) begin
            exc_cause = 64'd2;
        end
        else if(ecall) begin
            case(priv)
                2'b00: exc_cause = 64'd8;
                2'b01: exc_cause = 64'd9;
                2'b11: exc_cause = 64'd11;
            endcase
        end
        else if(ebreak) begin
            exc_cause = 64'd3;
        end
        else if(exc_pmp_laf) begin
            exc_cause = 64'd5;
        end
        else if(exc_pmp_saf) begin
            exc_cause = 64'd7;
        end
        else if(exc_dmem_lma) begin
            exc_cause = 64'd4;
            exc_val   = dmem_addr;
        end
        else if(exc_dmem_sma) begin
            exc_cause = 64'd6;
            exc_val   = dmem_addr;
        end
        else exc = 0;
    end
endmodule

==> flow_summary.yaml <==
# implementation run metrics
timing:
  finalCritPeriodShare_pct: 74.6
  rsz0062_at_grt: "no"
  hold_viol: 0
  setup_tns_ns: 0
  max-slew-margin-rel_pct: 61.1
  fmax_ghz: 0.181
  fin_skew_ns: 0.00132
  period_needed_ns: 5.52
  whs_ns: 0.416
  worstMarginPinSlew_ns: 0.584
  setup_viol_count_final: 0
  slew_violations: 0
floorplan:
  num_rows: 33
  fp_util_pct: 20.9
  die_h_um: 112
  die_area_um2: 12500
  io_pins: 245
  die_width_um: 112
  core-area_um2: 8220
detailed_routing:
  dr.first_iter.drc_count: 71
  routed_wl_mm: 7.68
  ant_nets: 0
  routedWlPerCell_um: 16.2
  antenna_cells: 0
  first_pass_iters: 3
  vias: 1673
  drc: 0
  drt-vias-per-instance: 3.53
worst_hold_path:
  min_path_type: "flop to flop"
place:
  globalplace.congestion: 0.797
  placed_cells: 470
  dpl-instance-area_um2: 3370
  port_buffers: 182
  dp_hpwl_mm: 7.02
worst_setup_path:
  worstSetupEndpointType: "output pin"
  start_kind: "input pin"
  r2r_slack_ns: 6.72
  worstPathRequired_ns: 5.92
  arrival_ns: 4.04
  path_class: "input pin to output pin"
  cp_max_fo: 64
logic_synthesis:
  ys_cells: 191
  syn_inst: 191
  ys_types: 33
  syn_area_um2: 1720
  ys_chip_area_um2: 1720
  avgSynthCellArea_um2: 8.98
  numSynthFlops: 12
  yosysWarnings: 1
  postSynthSeqShare_pct: 18.7
flow_run:
  warnings: 27
  maxCapViolCount: 0
finish:
  layout_top_cell: "clkdlybuf4s50_1"
  syn2layout_area_growth_pct: 99.2
  finalInstanceArea_um2: 3420
  area.sequential_um2: 320
  lay_top_cells: "clkdlybuf4s50_1, conb_1, and2_4"
  num-fill-cells: 815
  fin_cells: 474
  final_layout_size_suffix_gt1_share_pct: 17.9
  comb_area_um2: 1080
pwr:
  pwr-share-seq_pct: 30.9
  swShare_pct: 20.0
  power_frac_comb_pct: 43.6
  ir_drop_mv: 0.0944
  powerDensity_nw_per_um2: 68.8
  p_int_mw: 0.188
  leakagePower_nw: 1.38
  clockPowerShare_pct: 25.5
  p_sw_mw: 0.0470
  total_power_mw: 0.235
global_routing:
  grt_max_degree: 65
  grt_pass1_wl_mm: 11.2
  gr-total-overflow: 0
  antenna_found_initial: 0
  grt_pass1_vias: 1795
  grtUsageTotal_pct: 11.1
cts:
  cts-root-buf: "clkbuf_8"
  cts_tree: "done"
  clock_latency_ns: 0.24
  cts.path.max_buffers: 2
  numClockSinks: 12
  ctsHoldBuffers: 0
  postCtsSetupBuffers: 0
  cts-resized-gates: 0
  cts_buffers: 3
  h-tree-depth: 1
  path_clk_slew_ns: 0.05
run_status:
  outcome: "finished, final reports clean"
-- cell families after synthesis --
family | share of synthesized area (%)
simple gates | 42.0
buf+inv | 31.1
flops | 18.7
compound gates | 6.27
mux | 1.75
other cells | 0.219
-- metrics by stage --
step                utilization, %  setup slack (ns)
detailed placement            41.0              1.85
global placement              41.0              1.86
CTS                           41.6              1.84
finish                        41.6              1.88
global route                  41.6              1.75
floorplan                        -              3.00
-- registers in the layout, indices dropped and copies added (netlist names) --
register	cells
mem_exc_cause	2
ex_exc_cause	2
mem_exc	1
pd_exc_cause	2
ex_exc	1
id_exc	1
pd_exc	1
id_exc_cause	2
-- power groups by stage --
stage / Clock [mW] / Combinational (mW) / Sequential, mW
final: 0.0599 / 0.102 / 0.0727
after global routing: 0.0645 / 0.111 / 0.0728
after CTS: 0.0615 / 0.105 / 0.0727
-- worst paths after layout --
path                                           startpoint                   endpoint  cells past startpoint
worst max-delay path                                ir[9]                exc_val[50]                      7
worst min-delay path            id_exc_cause[1]$_DFFE_PP_  ex_exc_cause[1]$_DFFE_PP_                      0
worst max register to register        pd_exc$_SDFFE_PP0P_        pd_exc$_SDFFE_PP0P_                      2
worst min register to register  id_exc_cause[1]$_DFFE_PP_  ex_exc_cause[1]$_DFFE_PP_                      0
-- cells in the mapped netlist, drive strengths merged --
library cell  instances  share of area, %
nor4                  5               2.7
nor2                  7               1.5
mux2i                 3               1.8
o21ai                 1              0.29
or4                   2               1.3
edfxtp                8                14
a2111oi               1              0.88
and4                  1              0.51
or2                   1              0.36
dfxtp                 4               4.7
nor2b                 2              0.73
buf                  66                30
inv                   2              0.44
nand3                 2              0.58
o2111ai               1              0.51
nand4b                1              0.51
conb                  1              0.22
o21bai                1              0.44
a221o                 1              0.66
o31ai                 1              0.44
a211oi                4               2.5
nor3                  4               1.2
nand4bb               1              0.66
nand2b                1              0.36
nand2                 3              0.66
and2                 64                31
a211o                 1              0.58
clkbuf                2              0.44
-- critical path, cell delays in order --
cell	delay (ns)
clkdlybuf4s50_1	0.40
or4_4	0.55
nor4_4	0.47
a211oi_4	0.10
buf_4	0.32
and2_4	0.24
clkdlybuf4s50_1	0.46
-- layout make-up --
cell class              instances  share of cell area (%)
clock buffers                   3                    1.21
multi-input cells             168                    31.7
well taps                     105                    3.84
clock inverters                 1                   0.110
repair buffers                183                    53.5
flip-flops and latches         12                    9.37
inverters                       2                   0.220
-- routing by layer --
metal,share of wire (%),vias up,GRT usage (%)
li1,-,861,-
met2,49,123,19.3
met1,41,689,13.2
met4,0,0,0.338
met5,0,-,0
met3,11,0,4.45
Power is estimated from default activity; no workload was simulated.
