**/design/flow/run.sh**
```bash
#!/bin/bash
# OpenROAD 26Q1-2900-gdf79404cd8, Yosys 0.63+post, stock flow scripts
make -C /OpenROAD-flow-scripts/flow DESIGN_CONFIG=/design/flow/config.mk WORK_HOME=/design/flow/orfs finish
```
**/design/flow/constraint.sdc**
```tcl
current_design pmp

set clk_period 3.4
set clk_io_pct 0.2

create_clock -name clk0 -period $clk_period

set non_clock_inputs [all_inputs -no_clocks]
set_input_delay [expr $clk_period * $clk_io_pct] -clock clk0 $non_clock_inputs
set_output_delay [expr $clk_period * $clk_io_pct] -clock clk0 [all_outputs]
```
**/design/flow/config.mk**
```make
export PLATFORM = sky130hd
export DESIGN_NAME = pmp
export DESIGN_NICKNAME = pmp
export VERILOG_FILES = /design/flow/design.v
export SDC_FILE = /design/flow/constraint.sdc
export NUM_CORES = 4
export LEC_CHECK = 1
export CORE_AREA = 10 10 592 592
export DIE_AREA = 0 0 602 602
```
**/design/flow/design.v**
```verilog
module pmp (
    input     [64-1:0] b_addr_w_p,
    input                     b_wr_w_p,
    input [(64 - $clog2(128/8)                )-1:0] b_addr_i_p,
    input                     b_rd_i_p,
    input [(64 - $clog2(128/8)                )-1:0] b_addr_d_p,
    input                     b_rd_d_p,
    input              [ 1:0] priv,
    input              [63:0] pmpcfg0,
    input              [63:0] pmpcfg2,
    input              [63:0] pmpaddr0,
    input              [63:0] pmpaddr1,
    input              [63:0] pmpaddr2,
    input              [63:0] pmpaddr3,
    input              [63:0] pmpaddr4,
    input              [63:0] pmpaddr5,
    input              [63:0] pmpaddr6,
    input              [63:0] pmpaddr7,
    input              [63:0] pmpaddr8,
    input              [63:0] pmpaddr9,
    input              [63:0] pmpaddr10,
    input              [63:0] pmpaddr11,
    input              [63:0] pmpaddr12,
    input              [63:0] pmpaddr13,
    input              [63:0] pmpaddr14,
    input              [63:0] pmpaddr15,
    output                    exc_pmp_iaf,
    output                    exc_pmp_laf,
    output                    exc_pmp_saf,
    input                     rst_n,
    input                     clk
);
    wire [ 7:0] pmpcfg  [0:15];
    wire [63:0] pmpaddr [0:15];
    reg  [15:0] access_i;
    reg  [15:0] access_d;
    reg  [15:0] access_w;
    wire [63:0] napot_mask [0:15];
    wire pmp_iaf_oob = |b_addr_i_p[63-$clog2(128/8) -: 8] && b_rd_i_p;
    wire pmp_laf_oob = |b_addr_d_p[63-$clog2(128/8) -: 8] && b_rd_d_p;
    wire pmp_saf_oob = |b_addr_w_p[63:56] && b_wr_w_p;
    assign exc_pmp_iaf = (~|access_i && b_rd_i_p && priv != 2'b11) || pmp_iaf_oob;
    assign exc_pmp_laf = (~|access_d && b_rd_d_p && priv != 2'b11) || pmp_laf_oob;
    assign exc_pmp_saf = (~|access_w && b_wr_w_p && priv != 2'b11) || pmp_saf_oob;
    wire [63:0] b_addr_w = b_addr_w_p;
    wire [63:0] b_addr_i = {b_addr_i_p, {$clog2(128/8){1'b0}}};
    wire [63:0] b_addr_d = {b_addr_d_p, {$clog2(128/8){1'b0}}};
    genvar i;
    generate
        for(i = 0; i < 16; i = i + 1) begin
            always @(*) begin
                case(pmpcfg[i][4:3])
                    2'b00: begin
                        access_w[i] = 0;
                        access_i[i] = 0;
                        access_d[i] = 0;
                    end
                    2'b01: begin
                        access_w[i] = 0;
                        access_i[i] = 0;
                        access_d[i] = 0;
                    end
                    2'b10: begin
                        access_w[i] = 0;
                        access_i[i] = 0;
                        access_d[i] = 0;
                    end
                    2'b11: begin
                        access_w[i] = &(~(b_addr_w ^ {pmpaddr[i][61:0], 2'b00}) | napot_mask[i]) && pmpcfg[i][1];
                        access_i[i] = &(~(b_addr_i ^ {pmpaddr[i][61:0], 2'b00}) | napot_mask[i]) && pmpcfg[i][2];
                        access_d[i] = &(~(b_addr_d ^ {pmpaddr[i][61:0], 2'b00}) | napot_mask[i]) && pmpcfg[i][0];
                    end
                endcase
            end
        end
    endgenerate
    genvar j;
    generate
        for(i = 0; i < 16; i = i + 1) begin
            assign napot_mask[i][2:0] = 3'b111;
            for(j = 4; j < 64; j = j + 1) begin
                assign napot_mask[i][j] = napot_mask[i][j-1] && pmpaddr[i][j-2];
            end
        end
    endgenerate
    generate
        for(i = 0; i < 8; i = i + 1) begin
            assign pmpcfg[i]   = pmpcfg0[i<<3 +: 8];
            assign pmpcfg[i+8] = pmpcfg2[i<<3 +: 8];
        end
    endgenerate
    assign pmpaddr[0]  = pmpaddr0;
    assign pmpaddr[1]  = pmpaddr1;
    assign pmpaddr[2]  = pmpaddr2;
    assign pmpaddr[3]  = pmpaddr3;
    assign pmpaddr[4]  = pmpaddr4;
    assign pmpaddr[5]  = pmpaddr5;
    assign pmpaddr[6]  = pmpaddr6;
    assign pmpaddr[7]  = pmpaddr7;
    assign pmpaddr[8]  = pmpaddr8;
    assign pmpaddr[9]  = pmpaddr9;
    assign pmpaddr[10] = pmpaddr10;
    assign pmpaddr[11] = pmpaddr11;
    assign pmpaddr[12] = pmpaddr12;
    assign pmpaddr[13] = pmpaddr13;
    assign pmpaddr[14] = pmpaddr14;
    assign pmpaddr[15] = pmpaddr15;
endmodule
```
==> changes_impl.md <==
### Physical design

- Run status: finished with violations
- Failing checks: negative setup slack
- Critical path buffers and inverters: 8
- Pwr Density: 175 mW/mm^2
- Biggest cell delay along the critical path: 0.43 ns
- Hold Path Stages: 7
- Total number of cells along the worst setup path: 15
- Shortest clock period the worst path allows after layout: 4.37 ns
- Post-synthesis chip area from yosys: 0.0343 sq mm
- Cycle use final: 1.29
- Num ports: 1346
- Slew headroom: 0.410
- Remaining antenna violation count: 0
- Sequential Area: 0 sq um
- Biggest area consumer among synthesized cells: sky130_fd_sc_hd__xor2_1
- Worst min-delay path startpoint: b_addr_d_p[52]
- Mapped Area: 0.0343 sq mm
- Startpoint Class: input port
- Total congestion overflow after global routing: 0
- First-pass GRT wire length: 767000 um
- Routed length on met2: 263000 um
- Portion of synthesized cell area occupied by the leading cell type: 0.426
- Logic area: 0.0335 sq mm
- Vias/cell: 4.60
- Mean area per synthesized cell: 7.82 sq um
- Pin count of the biggest net entering global routing: 12
- Gpl congestion: 1.14
- Antenna violations before repair: 253
- Site Rows: 213
- Detailed placer's ending HPWL: 558000 um
- Actual slew at the worst max-slew pin: 0.876 ns
- Setup violations, final: 3
- Req. time, crit path: 2.72 ns
- Data arrival time at the worst-slack endpoint: 3.69 ns
- Warning count from the yosys run: 17
- Slowest library cell on the worst path: sky130_fd_sc_hd__nor4_4
- Detailed-routed wire length on met3: 71900 um
- Filler cells: 37200
- Final cell area excluding filler cells: 0.0779 sq mm
- Worst path setup slack after routing: -0.969 ns
- Post-synth area hogs: sky130_fd_sc_hd__xor2_1 43%, sky130_fd_sc_hd__xnor2_1 27%, sky130_fd_sc_hd__nor4_1 9.1%, sky130_fd_sc_hd__nand4_1 7.1%, sky130_fd_sc_hd__buf_2 3.1%
- Post-detailed-route DRC marker count: 0
- Total cell area at the placement stage: 0.0733 sq mm
- Tot Pwr: 13.6 mW
- Most common logic cell in the routed design: sky130_fd_sc_hd__buf_4
- Number of hold violations in the final report: 0
- Layout clock buffer count: 0
- Critical path origin: b_addr_w_p[10]
- RSZ-0062 raised after global routing: yes
- Kind of cell adding the most delay to the critical path: simple AND/OR/NAND/NOR gates
- Top layer reached by signal wires: met5
- Area growth, synth to finish: 127%
- DIE WIDTH: 602 um
- Overall via count from detail_route: 56900
- Die footprint: 0.362 sq mm
- Average detailed-routed wire length per instance: 52.3 um
- Cell-by-cell trace of the critical path: buf_6 -> buf_12 -> buf_12 -> buf_16 -> xor2_2 -> nor4_2 -> nand4_1 -> nor4_4 -> buf_4 -> a32oi_1 -> buf_4 -> nand4_1 -> buf_6 -> o31ai_4 -> buf_2
- Cells after synthesis: 4392
- Static leakage power: 31.9 nW
- Most instantiated logic cells after routing: 1767 x sky130_fd_sc_hd__buf_4, 1605 x sky130_fd_sc_hd__xor2_1, 1049 x sky130_fd_sc_hd__xnor2_1
- Worst Setup Slack post-DPL: -2.08 ns
- Yosys cell types: 54
- IO buf count: 1228
- Top achievable clock speed: 229 MHz
- # Cells Yosys: 4392
- Num sequential: 0
- Share of the yosys chip area belonging to registers: 0
- Hold WC Path Type: input port to output port
- Floorplan core density: 0.102
- Final Hold Slack: 2.25 ns
- Overall routed net length: 647000 um
- Fraction of layout cells with a size suffix above 1: 0.372
- Core Region: 0.337 sq mm
- Vertical extent of the die: 602 um
- DR iter-0 viols: 6632
- Via count of the first global-routing pass: 56000
- Metal1 wirelength: 230000 um
- Number of max-cap violations: 0
- Number of max-slew violations in the final report: 0
- OpenROAD warning count: 153
- Worst VDD drop: 0.0843 mV
- CP max FO: 8
- Initial DRT Pass Iterations: 6
- Total track usage: 0.345
- Endpoint type of the worst setup path: output port
- Critical setup path kind: input port to output port
## final timing paths
check,end
setup / recovery,exc_pmp_saf
hold / removal,exc_pmp_laf
## metal layers
metal	track usage	vias to the layer above
met4	0.333	124
li1	-	21900
met1	0.387	27600
met2	0.488	5118
met3	0.140	2201
met5	0.00405	-
## metrics by stage
stage          instances   util  setup TNS [ns]
2_1_floorplan       4392      -               0
3_3_place_gp       12100  0.218           -6.45
3_5_place_dp       12100  0.218           -5.71
4_1_cts            12200  0.226           -2.44
5_1_grt            12300  0.231           -2.45
6_report           12400  0.231           -2.64
## synth_stat cells (all sizes together) (2+ instances only)
| library cell | instances |
|---|---|
| o2bb2ai | 17 |
| and4 | 5 |
| a32oi | 4 |
| a21oi | 9 |
| nor3 | 21 |
| o31ai | 2 |
| nor2 | 28 |
| a221o | 8 |
| o2111ai | 8 |
| xnor2 | 1071 |
| buf | 359 |
| o211ai | 2 |
| nand3 | 27 |
| a22oi | 15 |
| o21ai | 18 |
| o221ai | 13 |
| o32ai | 6 |
| inv | 89 |
| a221oi | 12 |
| o311ai | 3 |
| nand2 | 21 |
| o22ai | 36 |
| nand4 | 387 |
| nand2b | 8 |
| and3 | 4 |
| nor2b | 6 |
| a22o | 13 |
| nor4 | 499 |
| a21o | 2 |
| or3 | 2 |
| nor4b | 4 |
| or4 | 9 |
| a2111oi | 7 |
| xor2 | 1668 |
## area by class of cell
| cell class | instances | area share |
|---|---|---|
| multi-input combinational | 3943 | 0.430 |
| tap | 4515 | 0.0726 |
| timing repair buffer | 3662 | 0.487 |
| inverter | 90 | 0.00453 |
| antenna | 161 | 0.00518 |
## timing repair
item | 4_1_cts | 5_1_grt
gates resized | 653 | 228
gates cloned | 0 | 0
pin swaps | 96 | 90
setup buffers | 141 | 22
hold buffers | 0 | 0
endpoints found under the hold margin | 0 | 0
setup endpoints to repair | 3 | 3
## kinds of logic after synthesis
family | Yosys count | share of synthesized area
compound gates | 180 | 0.0403
xor+xnor | 2739 | 0.699
buf+inv | 449 | 0.0781
simple gates | 1024 | 0.183
## power by group
part           leakage [nW]  switching, mW  internal (mW)  total [mW]
combinational          31.9           7.86           5.74        13.6
sequential                0              0              0           0
clock               0.00102              0     0.00000521  0.00000521
Power figures rest on the tool's default switching activity, not on a simulated workload.
