[flow/design.v]
module regfile (
    output  [63:0] rs1_data,
    input   [ 4:0] rs1,
    output  [63:0] rs2_data,
    input   [ 4:0] rs2,
    input   [63:0] rd_data,
    input   [ 4:0] rd,
    input          we,
    input          rst_n,
    input          clk
);
    (* ram_style = "registers" *)
    reg [63:0] reg_data [1:31];
    wire [63:0] reg_data_out [0:31];
    genvar i;
    generate
        for(i = 1; i < 32; i = i + 1) begin
            assign reg_data_out[i] = reg_data[i];
        end
    endgenerate
    assign reg_data_out[0] = 64'b0;
    assign rs1_data = reg_data_out[rs1];
    assign rs2_data = reg_data_out[rs2];
    always @(posedge clk, negedge rst_n) begin
        if(!rst_n) begin : regfile_reset
            integer i;
            for(i = 1; i < 32; i = i + 1) reg_data[i] <= 64'b0;
        end
        else if(we) reg_data[rd] <= rd_data;
    end
endmodule
[flow/run.sh]
#!/bin/bash
# OpenROAD 26Q1-2900-gdf79404cd8, Yosys 0.63+post, stock flow scripts
make -C /OpenROAD-flow-scripts/flow DESIGN_CONFIG=/design/flow/config.mk WORK_HOME=/design/flow/orfs finish
[flow/config.mk]
export PLATFORM = sky130hd
export DESIGN_NAME = regfile
export DESIGN_NICKNAME = regfile
export VERILOG_FILES = /design/flow/design.v
export SDC_FILE = /design/flow/constraint.sdc
export NUM_CORES = 4
export LEC_CHECK = 1
export CORE_UTILIZATION = 50
[flow/constraint.sdc]
current_design regfile

set clk_period 13.4
set clk_io_pct 0.2

create_clock -name clk0 -period $clk_period [get_ports {clk}]

set non_clock_inputs [all_inputs -no_clocks]
set_input_delay [expr $clk_period * $clk_io_pct] -clock clk0 $non_clock_inputs
set_output_delay [expr $clk_period * $clk_io_pct] -clock clk0 [all_outputs]
==> impl_metrics.ini <==
; physical design summary
[grt]
met3_capacity_usage_during_global_routing_pct = 31.1
grt-ovfl-total = 0
antenna_found_initial = 35
largest_net_degree_at_the_start_of_global_routing = 127
vias_in_the_first_global_route = 83200
gr_util_met1_pct = 62.9
grt_first_pass_wirelength_mm = 673
globalRoute.busiestLayer = met2
grt_use_met2_pct = 68.3
groute.usage.overall_pct = 51.3

[worst_hold_path]
hold-path-endpoint = reg_data[12][62]$_DFFE_PN0P_
worst_hold_path_type = reg2reg
hold_path_startpoint = reg_data[12][62]$_DFFE_PN0P_
whs_path_depth = 1

[die]
chip_area_um2 = 201000
fp.coreArea_um2 = 197000
site_rows = 163
fp_util_pct = 50.4
number_of_placed_i_o_pins = 210
die_h_um = 448
die_width_um = 448

[power_and_ir_drop]
clock_power_share_pct = 35.8
seq_power_share_pct = 49.1
p_int_w = 0.0119
power_w = 0.0167
p_comb_share_pct = 15.1
netSwitchingPower_w = 0.00481
p_sw_share_pct = 28.8
power.ir.vdd_worst_mv = 0.155
p_per_area_nw_per_um2 = 150
leakage_nw = 49.4

[worst_setup_path]
cpLargestDelayFamily = buffers and inverters
dominant_cell_type_by_count_on_the_critical_path = sky130_fd_sc_hd__buf_4
ff2ff_path_depth = 1
crit_chain = buf_8 > buf_4 > nor2b_4 > buf_4 > and2_4 > buf_4 > a21oi_1 > nand4_1 > or3_1 > clkdlybuf4s50_1
largest_stage_delay_worst_path_ps = 820
critical-path-slowest-cell = sky130_fd_sc_hd__buf_4
worstSetupEndpointType = primary output
required_ps = 10720
critPathBufInv = 5
critical_path_class = in2out
rrSetupSlack_ps = 12490
startpoint_of_the_lowest_slack_register_to_register_path = reg_data[14][21]$_DFFE_PN0P_
r2r-end = reg_data[14][21]$_DFFE_PN0P_
worstPathMaxFanout = 37
arrival_ps = 7820
worstSetupStartpointType = input port

[synthesis]
netlist.top_cell.by_instances = sky130_fd_sc_hd__dfrtp_1
edf_count = 0
yosys-stat-cells = 8205
synth-seq-area-share_pct = 49.9
synth_warnings = 2
ff_type = sky130_fd_sc_hd__dfrtp_1
ys_top_cells_by_count = sky130_fd_sc_hd__dfrtp_1 (1984), sky130_fd_sc_hd__mux2_2 (1969), sky130_fd_sc_hd__a22oi_1 (878)
netlist.area_leader.share_pct = 49.9
ys_types = 60
ys_async_sr_fraction_pct = 100
synthesis.area_per_instance_um2 = 12.1
netlist.top_cell.by_area = sky130_fd_sc_hd__dfrtp_1
synth.top_cells.by_area = sky130_fd_sc_hd__dfrtp_1 (50%), sky130_fd_sc_hd__mux2_2 (22%), sky130_fd_sc_hd__a22oi_1 (6.6%)
ys_area_um2 = 99500
post_synth_regs = 1984
syn-instance-count = 8205
netlist_area_um2 = 99500

[run]
maxCapViolations = 0
openroad.warnings = 47

[sta]
tightestPinTransition_ps = 1160
fmax_mhz = 95.2
finClkSkew_ps = 0
fin_crit_sh_pct = 78.4
whs_ps = 513
finalSetupViolations = 0
grt_setup_unrepaired = no
final-max-slew-violation-count = 0
slew-limit-headroom_pct = 22.2
setup-tns-final_ps = 0
finalCriticalPeriod_ps = 10500
finalHoldViolCount = 0

[clock_network]
path_clk_slew_ps = 60
cts-hold-fix-buffers = 0
cts_tree = built
cts_buffers = 213
clk_latency_ps = 890
post-cts-setup-buffer-count = 0
max-clock-path-buffers = 3
ctsRootBufferMaster = sky130_fd_sc_hd__clkbuf_16
post_cts_resized = 0
cts_sinks = 1984
htree_num_levels = 4

[place]
port_buffers = 209
gp_weighted_congestion = 1.02
hpwlAfterDp_mm = 274
place_inst = 10500

[route]
finalWirelength_mm = 491
vias = 84000
route.detailed.wl_per_inst_um = 44.8
initialDrtViolationCount = 10200
via_density_per_instance = 7.67
antenna_left = 0
post_route_drc = 0
dr.pass1.iters = 10

[final_layout]
n_fill_cell = 16200
max_flop_register = reg_data
syn2layout_area_growth_pct = 12.3
layout.cells.non_filler = 11000
largest_register_ffs = 1984
biggestRegsByFlops = reg_data (1984)
final_layout_size_suffix_gt1_share_pct = 33.8

[run_status]
outcome = finished clean
kinds of logic after synthesis:
kind of cell | count (synthesis) | share of synthesized area [%]
DFF | 1984 | 49.9
AOI/OAI and AO/OA | 1619 | 12.3
buffers and inverters | 910 | 3.87
muxes | 2313 | 25.8
and+or+nand+nor | 1379 | 8.14
area by class of cell:
class,count,area [µm²],area share (%)
diodes,47,118,0.105
clock buffers,333,6460,5.78
clock inverters,45,475,0.426
inverters,13,48.8,0.0437
multi-input cells,5311,46500,41.7
flip-flops and latches,1984,49600,44.5
well taps,2640,3300,2.96
repair buffers,584,5100,4.57
how the worst max path moves through the flow:
stage	start	to	slack, ps	cells past startpoint
finish	rs2[4]	rs2_data[41]	2900	10
global route	rs1[4]	rs1_data[55]	3160	11
CTS	rs2[4]	rs2_data[41]	3300	10
power groups by stage:
stage	clock [W]	sequential, W	combinational, W
5_1_grt	0.00623	0.00833	0.00265
6_report	0.00598	0.00821	0.00252
4_1_cts	0.00599	0.00816	0.00247
routing by layer:
| layer | vias up | part of all wire, % |
|---|---|---|
| met2 | 7373 | 41 |
| met1 | 42500 | 34 |
| met4 | 49 | 8.8 |
| met5 | - | 0.15 |
| li1 | 31500 | - |
| met3 | 2634 | 16 |
per-stage QoR:
| stage | instance area [µm²] | setup WS, ps | utilization [%] |
|---|---|---|---|
| final | 112000 | 2900 | 56.6 |
| after global routing | 112000 | 3160 | 56.5 |
| after CTS | 112000 | 3300 | 56.5 |
| after detailed placement | 105000 | 3310 | 53.0 |
| after global placement | 105000 | 3280 | 53.0 |
| after floorplan | 99500 | 6250 | - |
cells in the final DEF, fill, tap and decap left out, drive strengths merged, types with 42 or more instances in the layout:
cell / n
nor2: 78
clkbuf: 334
mux2i: 311
a22o: 186
clkdlybuf4s50: 204
a22oi: 888
dfrtp: 1984
buf: 379
mux2: 2000
and2: 47
nand3: 350
or4: 49
a21oi: 177
and3: 220
a221oi: 112
nand4: 340
a2111oi: 70
nor4: 42
diode: 47
nand2: 102
o22ai: 125
Power figures rest on the tool's default switching activity, not on a simulated workload.
