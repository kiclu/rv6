<file path="flow/run.sh">
#!/bin/bash
# OpenROAD 26Q1-2900-gdf79404cd8, Yosys 0.63+post, stock flow scripts
make -C /OpenROAD-flow-scripts/flow DESIGN_CONFIG=/design/flow/config.mk WORK_HOME=/design/flow/orfs finish
</file>
<file path="flow/config.mk">
export PLATFORM = sky130hd
export DESIGN_NAME = alu
export DESIGN_NICKNAME = alu
export VERILOG_FILES = /design/flow/design.v
export SDC_FILE = /design/flow/constraint.sdc
export NUM_CORES = 4
export LEC_CHECK = 1
export CORE_UTILIZATION = 50
</file>
<file path="flow/constraint.sdc">
current_design alu

set clk_period 26.2
set clk_io_pct 0.2

create_clock -name clk0 -period $clk_period

set non_clock_inputs [all_inputs -no_clocks]
set_input_delay [expr $clk_period * $clk_io_pct] -clock clk0 $non_clock_inputs
set_output_delay [expr $clk_period * $clk_io_pct] -clock clk0 [all_outputs]
</file>
<file path="flow/design.v">
module alu (
    input      [63:0] a,
    input      [63:0] b,
    output reg [63:0] alu_out,
    input      [ 6:0] opcode,
    input      [ 2:0] op,
    input             mod
);
    wire w = opcode[3];
    wire mod_sub = mod && opcode[5];
    wire [63:0] op1 = w ? {{32{a[31]}}, a[31:0]} : a;
    wire [63:0] op2 = w ? {{32{b[31]}}, b[31:0]} : b;
    wire [5:0] shamt = {op2[5] & ~w, op2[4:0]};
    wire [63:0] d_add = mod_sub ? op1 - op2 : op1 + op2;
    wire [31:0] add_ext = w ? {32{d_add[31]}} : d_add[63:32];
    wire [63:0] d_sll = op1 << shamt;
    wire [31:0] sll_ext = w ? {32{d_sll[31]}} : d_sll[63:32];
    wire signed [63:0] op1_s = op1;
    wire signed [63:0] op2_s = op2;
    wire slt = op1_s < op2_s;
    wire [63:0] d_slt = {63'b0, slt};
    wire [31:0] slt_ext = 32'b0;
    wire [63:0] d_sltu = {63'b0, op1 < op2};
    wire [31:0] sltu_ext = 32'b0;
    wire [63:0] d_xor = op1 ^ op2;
    wire [31:0] xor_ext = d_xor[63:32];
    wire signed [63:0] op1_sd = a;
    wire signed [63:0] op2_sd = b;
    wire signed [31:0] op1_sw = a[31:0];
    wire signed [31:0] op2_sw = b[31:0];
    wire [63:0] srl     = op1_sd >>  shamt;
    wire [63:0] sra     = op1_sd >>> shamt;
    wire [31:0] srlw    = op1_sw >>  shamt;
    wire [31:0] sraw    = op1_sw >>> shamt;
    wire [63:0] shr_d   = mod ? sra  : srl;
    wire [31:0] shr_w   = mod ? sraw : srlw;
    wire [63:0] d_shr   = w ? shr_w : shr_d;
    wire [31:0] shr_ext = w ? {32{mod ? sraw[31] : srlw[31]}} : d_shr[63:32];
    wire [63:0] d_or = op1 | op2;
    wire [31:0] or_ext = d_or[63:32];
    wire [63:0] d_and = op1 & op2;
    wire [31:0] and_ext = d_and[63:32];
    wire [63:0] alu_out_mux [0:7];
    assign alu_out_mux[0] = d_add;
    assign alu_out_mux[1] = d_sll;
    assign alu_out_mux[2] = d_slt;
    assign alu_out_mux[3] = d_sltu;
    assign alu_out_mux[4] = d_xor;
    assign alu_out_mux[5] = d_shr;
    assign alu_out_mux[6] = d_or;
    assign alu_out_mux[7] = d_and;
    wire [31:0] alu_ext_mux [0:7];
    assign alu_ext_mux[0] = add_ext;
    assign alu_ext_mux[1] = sll_ext;
    assign alu_ext_mux[2] = slt_ext;
    assign alu_ext_mux[3] = sltu_ext;
    assign alu_ext_mux[4] = xor_ext;
    assign alu_ext_mux[5] = shr_ext;
    assign alu_ext_mux[6] = or_ext;
    assign alu_ext_mux[7] = and_ext;
    always @(*) begin
        case(opcode)
            7'b0010011, 7'b0110011, 7'b0011011, 7'b0111011: alu_out = {alu_ext_mux[op], alu_out_mux[op][31:0]};
            7'b0110111: alu_out = b;
            default: alu_out = a + b;
        endcase
    end
endmodule
</file>
==> out/results.txt <==
status -> finished, final reports clean
Storage cell area -> 0 sq um
GR Layer Usage met1 -> 0.686
Worst EP arrival -> 11.45 ns
CP Max Fanout -> 46
Critical Path Start Type -> input port
Die H -> 224 microns
PD cells -> 30.1 nW/um^2
aoi share -> 0.424
Peak VDD IR -> 0.0176 mV
Clock Buffer Count -> 0
Most Frequent Cell on Critical Path -> o211ai_1
met2 GRT Util -> 0.722
antenna viol nets, final -> 0
# IOs -> 203
crit path cell chain -> buf_4, clkinv_2, ha_1, o211ai_1, o211ai_1, nand3_1, a211oi_1, o211ai_1, a2111o_1, a22oi_1, a31oi_1, nor3_1, a2bb2oi_1, a211oi_1, nor3b_1, clkdlybuf4s50_1
Mean Syn Cell Area -> 6.28 sq um
GR Overflow Total -> 0
First-pass DRT Iterations -> 12
Synth Cell Area -> 24500 sq um
YS chip area -> 24500 sq um
Psw -> 0.515 mW
Die Size -> 50000 sq um
destination of the worst hold path -> alu_out[1]
met3 Use GR -> 0.329
Worst path slowest cell -> ha_1
wire length per cell -> 30.9 microns
Internal Dissipation -> 0.288 mW
highest clock rate -> 59.9 MHz
Hold Crit Class -> in2out
sw frac -> 0.642
cell total in the yosys stat output -> 3904
vias post-DR -> 33800
Std-Cell Rows -> 80
WS Path Type -> in2out
layout cells sized above 1 -> 0.0612
CP Capture Type -> output pin
Hold Vio Cnt, Final -> 0
Final Critical Period -> 16.69 ns
largest family of logic cells by area -> AND-OR/OR-AND gates
WP data required -> 20.96 ns
largest net degree at the start of global routing -> 71
GRT busiest layer -> met2
hold path start -> b[1]
DPL Wire Length -> 105000 microns
XORs/XNORs by Area -> 0.0424
GPL Wtd Cong -> 1.21
# DRC -> 0
max incr delay on CP -> 0.77 ns
FP Core Util -> 0.511
WP buf/inv -> 3
PnR worst setup slack -> 9.51 ns
Top cells excl fill/tap -> 591 x a21oi_1, 414 x nor2_1, 358 x o21ai_0, 346 x nand2_1, 226 x ha_1
relative slew slack -> 0.133
Slew Viols, Final -> 0
CTS resizes -> 0
initial antenna violation count -> 9
Cells on Worst Hold Path -> 4
Synth Instances -> 3904
Simple Share, Synth -> 0.196
vias in the first global route -> 30300
Multiplexer share -> 0.131
post-route setup TNS -> 0 ns
Commonest Layout Cell -> a21oi_1
Iter 0 DRT Violations -> 5886
Cell variety after synth -> 91
pre-CTS setup slack -> 9.90 ns
first-pass GRT wire length -> 200000 microns
Hold Buf Count CTS -> 0
measured slew at the worst slew-check pin -> 1.29 ns
Pleak -> 10.9 nW
yosys warning tally -> 1
Finish-stage setup viols -> 0
RSZ-0062 raised after global routing -> no
chip width -> 224 microns
Seq cells -> 0
Setup crit start -> b[3]
final wirelength -> 139000 microns
Area Overhead vs Synth -> 8.87%
Core Box Area -> 48000 sq um
IO buf count -> 203
fa+ha+maj area frac -> 0.117
Tot GR Track Use -> 0.544
CP delay by family, top -> AND-OR/OR-AND gates
max-cap violations -> 0
Vias per Instance -> 7.54
Tool Warnings -> 164
Seq share, synth -> 0
period utilization -> 0.637
# Post-CTS Setup Buffers -> 0
how the worst max path moves through the flow:
stage	cells after the start	end	slack [ns]
final	16	alu_out[61]	9.51
after global routing	16	alu_out[61]	9.42
after CTS	16	alu_out[61]	9.88
through the flow:
step	cells	hold slack [ns]	instance area (sq um)	power, mW	util
floorplan	3904	10.54	24500	0.467	-
global placement	4472	11.38	26700	0.745	0.555
detailed placement	4472	11.38	26700	0.746	0.555
CTS	4472	11.40	26700	0.751	0.555
global route	4473	11.45	26700	0.833	0.555
finish	4484	11.39	26700	0.803	0.556
synthesized netlist by cell type, drive strengths merged (7+ instances only):
cell,n,area (sq um)
o22ai,28,175
nand2,347,1300
ha,226,2830
clkbuf,235,882
or3,11,68.8
a21boi,13,97.6
inv,223,837
nor3,79,400
a21oi,592,2970
nand4,33,206
o221ai,33,289
a2111oi,16,159
nor2b,24,150
mux4,55,1240
a211oi,81,628
and3,22,138
xnor2,99,875
nor2,419,1570
buf,103,470
mux2i,161,1610
nor4,18,113
nand3,58,290
xor2,19,166
nand2b,30,188
o31a,8,70.1
o31ai,42,325
o211a,12,120
o311ai,14,123
a31oi,49,337
and2,22,138
a221oi,44,392
mux2,32,360
a21o,53,398
o21a,15,113
a221o,38,380
o21bai,43,323
a211o,15,131
a311oi,9,96.4
o211ai,61,458
o21ai,378,1890
or2,14,87.6
o2111ai,7,61.3
a22oi,36,270
worst min-delay path, cell delays in order:
cell,delay (ns)
buf_6,0.23
nand2_1,0.11
o211ai_1,0.10
clkdlybuf4s50_1,0.45
per-layer routing:
layer | part of all wire | up-vias
li1 | - | 14400
met1 | 0.36 | 15400
met2 | 0.38 | 3245
met3 | 0.19 | 773
met4 | 0.069 | 8
met5 | 0.00054 | -
logic make-up (layout without fill, tap and decap cells):
logic type               Yosys count  in the layout
AND-OR/OR-AND                   1650           1650
AND/OR/NAND/NOR                 1095           1095
buffers and inverters            565            518
multiplexers                     248            248
adder cells (fa/ha/maj)          228            228
XOR/XNOR                         118            118
other                              0             12
area by class of cell:
type / instances / area [sq um]
fillers: 4645 / 21300
repair buffers: 291 / 2680
diodes: 12 / 30.0
inverters: 227 / 857
multi-input cells: 3339 / 22400
well taps: 615 / 769
Power figures rest on the tool's default switching activity, not on a simulated workload.
