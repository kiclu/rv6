--- flow/design.v ---
module dba (
    input                [63:0] b_addr_w,
    input                [63:0] b_wdata_w,
    input                [ 1:0] b_len_w,
    input                       b_wr_w,
    input   [(64 - $clog2(256/8) - $clog2(2)) + $clog2(2)-1:0] b_addr_c,
    output  [   256-1:0] b_rdata_c,
    input                       b_rd_c,
    output                      b_dv_c,
    output               [63:0] c_addr,
    output                      c_ext,
    input      [256-1:0] c_rdata,
    output                      c_rd,
    input                       c_dv,
    output               [63:0] c_wdata,
    output               [ 1:0] c_len,
    output                      c_wr
);
    assign b_rdata_c    = c_rdata;
    assign b_dv_c       = c_dv;
    assign c_addr   = !c_wr ? {b_addr_c, {$clog2(256/8){1'b0}}} : b_addr_w;
    assign c_ext    = (c_addr < 64'h8000_0000) && (c_rd || c_wr);
    assign c_rd     = b_rd_c;
    assign c_wdata  = b_wdata_w;
    assign c_len    = b_len_w;
    assign c_wr     = b_wr_w && !c_rd;
endmodule
--- flow/constraint.sdc ---
current_design dba

set clk_period 8.4
set clk_io_pct 0.2

create_clock -name clk0 -period $clk_period

set non_clock_inputs [all_inputs -no_clocks]
set_input_delay [expr $clk_period * $clk_io_pct] -clock clk0 $non_clock_inputs
set_output_delay [expr $clk_period * $clk_io_pct] -clock clk0 [all_outputs]
--- flow/config.mk ---
export PLATFORM = sky130hd
export DESIGN_NAME = dba
export DESIGN_NICKNAME = dba
export VERILOG_FILES = /design/flow/design.v
export SDC_FILE = /design/flow/constraint.sdc
export NUM_CORES = 4
export LEC_CHECK = 1
export CORE_AREA = 10 10 325 325
export DIE_AREA = 0 0 335 335
--- flow/run.sh ---
#!/bin/bash
# OpenROAD 26Q1-2900-gdf79404cd8, Yosys 0.63+post, stock flow scripts
make -C /OpenROAD-flow-scripts/flow DESIGN_CONFIG=/design/flow/config.mk WORK_HOME=/design/flow/orfs finish
==> flow_summary.toml <==
# yosys + openroad results
[grt]
grt-ovfl-total = 0
antenna_violations_before_repair = 14
largest_net_degree_at_the_start_of_global_routing = 35
grt_first_pass_wirelength_mm = 92.5
grt_usage_pct = 14.9
grt_pass1_vias = 2833

[setup_path]
critical_path_arrival_ns = 5.00
critical_path.slowest_cell = "sky130_fd_sc_hd__nor4_1"
cp_slowest_stage_delay_ns = 1.06
cp_common_cell = "sky130_fd_sc_hd__clkdlybuf4s50_1"
crit_path_cell_trace = "clkdlybuf4s50_1 -> nor4_1 -> nand4_1 -> o22a_1 -> nor4_2 -> clkdlybuf4s50_1"
critical_path_required_ns = 6.72
crit_path_start_kind = "input port"
path_max_fanout = 2
timing.setup.critical_path_class = "input port to output pin"
endpoint_kind = "output pin"

[flow_run]
max_cap_viol_count = 0
log.warning_count = 32

[yosys]
synth-warning-count = 0
yosys-stat-cells = 549
yosysChipArea_um2 = 3380
syn-mean-instance-area_um2 = 6.15
top_area_cell = "sky130_fd_sc_hd__buf_4"
post-synth-top-area-fraction_pct = 72.0
synthesized_netlist_cell_count = 549
synth_seq_share_pct = 0
synth_cell_type_count = 16
mappedNetlistArea_um2 = 3380
post_synth_main_area_contributors = "sky130_fd_sc_hd__buf_4 72%, sky130_fd_sc_hd__nand2_1 20%, sky130_fd_sc_hd__nor4_1 2.6%"

[detailed_routing]
avgViaCountPerCell = 1.67
wire_per_inst_um = 51.0
drt_first_pass_iters = 4
post-route-drc-count = 0
routed_wl_mm = 86.7
route.vias.total = 2839
dr.first_iter.drc_count = 106
final_antenna_net_count = 0

[die]
die_area_um2 = 112000
floorplanUtilization_pct = 3.43
design.portCount = 838
core_outline_area_um2 = 98400
core.rowCount = 115
die-height_um = 335
die.size.x_um = 335

[sta]
report.final.hold_viol_count = 0
final_min_period_over_clock_period_pct = 79.5
final_total_negative_setup_slack_ns = 0
setup-violations-final = 0
final.min_clock_period_ns = 6.68
fmaxAchievable_mhz = 150
tightest_slew_ns = 1.25
slew-limit-headroom_pct = 15.7
rsz_0062_raised_after_global_routing = "false"
timing_max_transition_violations_final = 0

[pwr]
swShare_pct = 44.8
worst_ir_drop_vdd_v = 0.0000149
power_report.internal_total_uw = 104
netSwitchingPower_uw = 84.1
total_leakage_power_nw = 1.32
power_per_cell_area_nw_per_um2 = 42.2

[place]
buffer_ports.inserted = 192
sum_of_net_half_perimeters_after_detailed_placement_mm = 85.0
dp.cells = 1693
routabilityCongestion = 0.781

[finish]
flop_area_um2 = 0
n_clock_buffer = 0
final_layout_size_suffix_gt1_share_pct = 1.48
finish.cell_count_without_fillers = 1699
flow.area_growth_from_synthesis_pct = 31.8
seq_cells = 0

[run_status]
outcome = "finished, final reports clean"

[clocking]
cts.repair.resized = 0
post_cts_hold_buffer_count = 0
post_cts.repair.setup_buffers = 0

[worst_hold_path]
hold_path_class = "input port to output pin"
[cells in the final DEF (no fill, tap or decap), drive strengths merged]
| master | n |
|---|---|
| clkdlybuf4s50 | 192 |
| nand2 | 177 |
| nor4 | 15 |
| diode | 6 |
| and2 | 5 |
| nor3 | 3 |
| a21oi | 3 |
| buf | 3 |
| nand4 | 2 |
| nand3 | 2 |
| nand2b | 1 |
| clkinv | 1 |
| o22a | 1 |
| nor2 | 1 |
[through the flow]
stage	utilization, %	cell area [µm²]	worst slack, ns	power (mW)	hold WS (ns)
2_1_floorplan	-	3380	4.25	0.119	3.41
3_3_place_gp	4.51	4430	1.53	0.199	3.36
3_5_place_dp	4.51	4430	1.52	0.198	3.36
4_1_cts	4.51	4430	1.51	0.200	3.36
5_1_grt	4.51	4430	1.42	0.204	3.36
6_report	4.52	4450	1.72	0.188	3.36
[path summary, 6_finish.rpt]
| path | end | cells after the start | from |
|---|---|---|---|
| worst max-delay path | c_ext | 6 | b_addr_c[48] |
| worst min-delay path | b_rdata_c[126] | 0 | c_rdata[126] |
[worst max-delay path: cells and delay by family]
family	cells	cell delay, ns
AND/OR/NAND/NOR	3	1.92
AND-OR/OR-AND	1	0.29
buffers and inverters	2	1.09
[routing by layer]
layer  global-route usage (%)  up-vias  part of all wire, %
li1                         -     1082                    -
met1                     5.78     1025                   14
met2                     22.4      694                   43
met3                     30.5       24                   43
met4                    0.246       14                 0.26
met5                    0.930        -                 0.24
[layout make-up]
class | instances | area (µm²)
antenna | 6 | 15.0
fill | 11700 | 94000
inverter | 1 | 5.00
multi-input combinational | 210 | 875
tap | 1287 | 1610
timing repair buffer | 195 | 1940
[power by group through the flow]
stage	registers, mW	clock network [mW]	logic (mW)
global route	0	0	0.204
CTS	0	0	0.200
[cell families (layout without fill, tap and decap cells)]
kind of cell | after synthesis | after routing | synth area share, %
buf+inv | 339 | 196 | 74.1
simple gates | 206 | 206 | 25.2
other cells | 0 | 6 | 0
compound gates | 4 | 4 | 0.704
[synthesized netlist by cell type (all sizes together)]
| library cell | count |
|---|---|
| buf | 330 |
| nand2 | 177 |
| nor4 | 15 |
| clkbuf | 8 |
| and2 | 5 |
| a21oi | 3 |
| nor3 | 3 |
| nand3 | 2 |
| nand4 | 2 |
| inv | 1 |
| nand2b | 1 |
| nor2 | 1 |
| o22a | 1 |
No activity file was given, so power comes from the tool's default toggle rates.
